[/design/flow/config.mk]
export PLATFORM = sky130hd
export DESIGN_NAME = IDMemory
export DESIGN_NICKNAME = IDMemory
export VERILOG_FILES = /design/flow/design.v
export SDC_FILE = /design/flow/constraint.sdc
export NUM_CORES = 4
export LEC_CHECK = 1
export CORE_UTILIZATION = 40
export SYNTH_MEMORY_MAX_BITS = 65536
[/design/flow/constraint.sdc]
current_design IDMemory

set clk_period 43.6
set clk_io_pct 0.2

create_clock -name clk0 -period $clk_period [get_ports {clk}]

set non_clock_inputs [all_inputs -no_clocks]
set_input_delay [expr $clk_period * $clk_io_pct] -clock clk0 $non_clock_inputs
set_output_delay [expr $clk_period * $clk_io_pct] -clock clk0 [all_outputs]
[/design/flow/design.v]
module IDMemory(
input [31:0] Address,
input clk,
input [31:0] writeData,
input writeEnable,
output reg [31:0] readData  
);
	reg [31:0] RFMem [0:255]  ;
	always@(posedge clk) begin
		if (writeEnable) RFMem[Address] <= writeData;
		else readData <= RFMem[Address];
	end
endmodule
[/design/flow/run.sh]
#!/bin/bash
# OpenROAD 26Q1-2900-gdf79404cd8, Yosys 0.63+post, stock flow scripts
make -C /OpenROAD-flow-scripts/flow DESIGN_CONFIG=/design/flow/config.mk WORK_HOME=/design/flow/orfs finish
==> run_results.csv <==
group,metric,value,unit
floorplanning,die_w,882,µm
outcome,status,"finished clean",
placed_design,io_buffer_count,73,
power_and_ir_drop,ir_drop,39.4,µV
flow_run,maxCapViolations,0,
power_and_ir_drop,switching_share,21.5,%
clocking,root_buffer,"clkbuf_16",
timing,hold_violations,0,
timing,grt_setup_unrepaired,"no",
timing,drv_slew,0,
timing,fmax,64.4,MHz
clocking,cts_buffers,816,
synthesis,ys_seq_share,79.8,%
floorplanning,ios,98,
timing,setup-tns-final,0,ns
clocking,path_clk_slew,0.06,ns
placed_design,globalplace.congestion,0.907,
detailed_routing,dr.pass1.iters,6,
detailed_routing,drt_wl_total,841000,µm
synthesis,yosysTopAreaCell,"edfxtp_1",
synthesis,ys_chip_area,310000,µm²
global_routing,grt_usage,24.0,%
worst_setup_path,crit_required,44.49,ns
worst_setup_path,critPathCaptureType,"register",
synthesis,synth_area,310000,µm²
floorplanning,initial_core_util,40.2,%
global_routing,grt-ovfl-total,0,
clocking,hold_buffers,0,
worst_hold_path,hp-class,"register to register",
synthesis,simple_gate_share,0.488,%
timing,min_period,15.52,ns
worst_setup_path,path_class,"input port to register",
clocking,cts.repair.resized,0,
global_routing,grt_pass1_wl,1190000,µm
worst_setup_path,crit_arrival,16.41,ns
global_routing,antenna_found_initial,29,
synthesis,synth.cellmix.xorXnorShare,0,%
finish,lay_top_count,"edfxtp_1",
clocking,cts_buffer_depth,4,
detailed_routing,route.vias.total,145000,
power_and_ir_drop,clkPwrFrac,41.3,%
power_and_ir_drop,p_comb_share,4.6,%
detailed_routing,drtIter0Drc,10100,
detailed_routing,ant_nets,0,
power_and_ir_drop,finalPower,16.2,mW
power_and_ir_drop,power_switching,3.47,mW
clocking,post_cts_buffers,0,
timing,fin_skew,0.118,ns
synthesis,synth_area_per_cell,23.7,µm²
synthesis,compound_area_share,3.67,%
timing,worstMarginPinSlew,1.41,ns
floorplanning,die-area,778000,µm²
synthesis,synth.distinct_cells,20,
floorplanning,die_y,882,µm
synthesis,topCellsByArea,"edfxtp_1, mux4_2, a22oi_1",
synthesis,ys_cells,13100,
clocking,cts.sink_count,8224,
timing,setup_viol,0,
global_routing,grt_pass1_vias,162000,
finish,fill_cells,61800,
clocking,cts_tree,"built",
flow_run,warnings,50,
worst_setup_path,worstSetupStartpointType,"input port",
floorplanning,num_rows,322,
synthesis,ys_warn_count,1,
power_and_ir_drop,power.internal,12.7,mW
synthesis,ys.flops,8224,
finish,drive_above_1_share,29.7,%
global_routing,grt_max_degree,94,
finish,utilization,46.0,%
detailed_routing,wl_per_cell,33.8,µm
power_and_ir_drop,leakagePower,107,nW
detailed_routing,viasPerCell,5.81,
timing,max_slew_margin,4.48,%
clocking,clkLatencyLatePin,1.20,ns
synthesis,mux_area_share,14.9,%
power_and_ir_drop,pwr-share-seq,54.0,%
synthesis,synth_cells,13100,
clocking,ctsHtreeMaxLevel,6,
timing,fin_crit_sh,35.6,%
placed_design,detailed_place_hpwl,477000,µm
synthesis,synth.logic.top_family,"multiplexers",
worst_setup_path,worstPathMaxFanout,38,
detailed_routing,drc_errors,0,
floorplanning,core,770000,µm²
synthesis,adder_share,0,%
synthesis,top_area_share,79.8,%
finish,most-common-layout-cells,"edfxtp_1, mux4_2, a22oi_1",
power_and_ir_drop,power_density,45.7,nW/µm²
finish,synthToLayoutAreaGrowth,14.4,%
## layer usage
metal | up-vias | GRT usage, % | wire length [µm]
li1 | 58900 | - | -
met5 | - | 2.04 | 1960
met4 | 42 | 8.56 | 40200
met3 | 1421 | 21.7 | 172000
met2 | 10600 | 33.7 | 385000
met1 | 73800 | 26.1 | 242000
## metrics by stage
step           area (µm²)  std cells  setup WS [ns]  hold slack (ns)
2_1_floorplan      310000      13100          31.20            0.896
3_3_place_gp       329000      23400          26.92             1.13
3_5_place_dp       329000      23400          26.85             1.13
6_report           354000      24900          28.08             1.12
4_1_cts            354000      24900          28.13             1.13
5_1_grt            354000      24900          27.50             1.19
## synthesized netlist by cell type (all sizes together)
cell type  instances
buf              318
a22oi           1024
and2               3
or2                2
nor2b              8
nand2b             5
clkbuf           480
mux4            2048
inv                1
nand3             17
edfxtp          8224
nor2             234
nand4             33
a21oi            512
nand2             25
o41ai            128
nor3              27
## sequential cells by signal, summed over array words and instances (netlist names)
signal    flops
readData     32
RFMem      8192
## cell families (layout without fill, tap and decap cells)
family,after synthesis,count (layout)
buffers and inverters,799,2370
AND/OR/NAND/NOR,354,354
other,0,33
flip-flops,8224,8224
multiplexers,2048,2048
AND-OR/OR-AND,1664,1664
## worst paths after layout
| check | startpoint | to | slack (ns) | cells past startpoint |
|---|---|---|---|---|
| worst max-delay path | Address[0] | readData[24] | 28.08 | 15 |
| worst min-delay path | RFMem[138][20] | readData[20] | 1.12 | 6 |
| worst max register to register | RFMem[140][31] | readData[31] | 40.33 | 5 |
| worst min register to register | RFMem[138][20] | readData[20] | 1.12 | 6 |
## final cells by class
cell class	instances	area, µm²	share of cell area (%)
Antenna cell	33	82.6	0.0233
Clock buffer	1024	21300	6.01
Clock inverter	461	4020	1.14
Inverter	1	3.75	0.00106
Multi-Input combinational cell	4066	61900	17.5
Sequential cell	8224	247000	69.7
Tap cell	10200	12800	3.60
Timing Repair Buffer	884	7260	2.05
## power by group through the flow
stage,registers [mW],clock network [mW],logic (mW)
after CTS,8.74,6.80,0.752
final,8.74,6.69,0.747
after global routing,8.73,7.08,0.799
## critical path: stages
cell	delay, ns
buf_16	0.23
buf_4	0.60
buf_4	0.62
buf_4	0.59
buf_4	0.51
buf_4	0.62
buf_4	0.52
buf_4	0.60
buf_4	0.71
mux4_2	0.61
a22oi_1	0.22
a21oi_1	0.11
buf_4	0.21
o41ai_2	1.04
nand4_1	0.21
Power is estimated from default activity; no workload was simulated.
