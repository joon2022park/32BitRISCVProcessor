==> ./design.v <==
module registerFile(
input [4:0] Addr1,  
input [4:0] Addr2,  
input [4:0] Addr3,  
input clk,
input regWrite,
input [31:0] dataIn,
output reg [31:0] baseAddr,  
output reg [31:0] writeData  
);
	reg [31:0] RFMem [0:31]  ;
	always@(posedge clk) begin
		baseAddr <= RFMem[Addr1];  
		writeData <= RFMem[Addr2];  
		if(regWrite) begin
			RFMem[Addr3] <= dataIn;  
		end
	end
endmodule
==> ./run.sh <==
#!/bin/bash
# OpenROAD 26Q1-2900-gdf79404cd8, Yosys 0.63+post, stock flow scripts
make -C /OpenROAD-flow-scripts/flow DESIGN_CONFIG=/design/flow/config.mk WORK_HOME=/design/flow/orfs finish
==> ./config.mk <==
export PLATFORM = sky130hd
export DESIGN_NAME = registerFile
export DESIGN_NICKNAME = registerFile
export VERILOG_FILES = /design/flow/design.v
export SDC_FILE = /design/flow/constraint.sdc
export NUM_CORES = 4
export LEC_CHECK = 1
export CORE_UTILIZATION = 50
==> ./constraint.sdc <==
current_design registerFile

set clk_period 5.1
set clk_io_pct 0.2

create_clock -name clk0 -period $clk_period [get_ports {clk}]

set non_clock_inputs [all_inputs -no_clocks]
set_input_delay [expr $clk_period * $clk_io_pct] -clock clk0 $non_clock_inputs
set_output_delay [expr $clk_period * $clk_io_pct] -clock clk0 [all_outputs]
==> impl_metrics.yaml <==
# generated from flow reports
timing:
  report.final.hold_viol_count: 0
  worst_hold_slack_across_all_endpoints_ns: 0.639
  unrepaired_setup_endpoints_after_global_routing: "false"
  max_slew_violations: 0
  timing.clock.skew_ns: 0.0258
  final.min_clock_period_ns: 3.53
  achievable-frequency_mhz: 283
  report.final.setup_viol: 0
  fin_setup_tns_ns: 0
  slew-limit-headroom_pct: 37.9
  period_utilisation_layout_pct: 69.2
  worst_margin_slew_ns: 0.930
min_path:
  timing.hold.worst.class: "register to register"
pwr:
  vdd_drop_max_uv: 286
  power_density_nw_per_um2: 353
  p_leak_nw: 20.9
cts:
  holdBufCountCts: 0
  clkSinkCount: 1088
  cts.htree.levels: 3
  tritoncts_clock_tree: "yes"
  cts_resized: 0
  cts-root-buf: "sky130_fd_sc_hd__clkbuf_16"
  worst_skew_pair.late_latency_ns: 0.69
  worst_setup_hold_path_clk_slew_ns: 0.06
  cts-buffers-inserted: 115
  cts_setup_buffers: 0
  cts.path.max_buffers: 3
critical_path:
  setup.worst_path.end_class: "register"
  path_class: "input port to register"
  cp-start-kind: "input port"
  worstPathRequired_ns: 5.60
  critPathMaxFanout: 67
  timing.critical_path.arrival_ns: 4.03
route:
  post_drt_wl_per_cell_um: 32.1
  drt_first_iter_violations: 2409
  avgViaCountPerCell: 6.40
  drt-total-wl_um: 159000
  remaining_drcs: 0
  drtAntennaViolNets: 0
  detailedRoute.firstPassIterationCount: 8
  dr_vias: 31700
cells_and_area:
  area.sequential_um2: 32000
  fillCellCount: 7448
  drive_gt1_share_pct: 9.73
  logic_area_um2: 16800
  final_core_utilization_pct: 57.3
  area_delta_synth_final_pct: 13.2
logic_synthesis:
  synth.top_cell.area_share_pct: 61.4
  netlist_area_um2: 50100
  number_of_standard_cells_after_synthesis: 3450
  post_synth_num_cell_types: 24
  postSynthSeqShare_pct: 64.0
  synth-cells-yosys: 3450
  synth.area.top_cells: "sky130_fd_sc_hd__edfxtp_1 61%, sky130_fd_sc_hd__mux2i_1 20%, sky130_fd_sc_hd__a22oi_1 2.9%"
  synth_warnings: 1
  synth_flops: 1088
  yosys.area.top_type: "sky130_fd_sc_hd__edfxtp_1"
  synth-area-yosys_um2: 50100
  syn_avg_cell_area_um2: 14.5
placed_design:
  dp_hpwl_um: 94800
  gp_congestion: 0.929
  place.port_buffers: 112
grt:
  via_count_of_the_first_global_routing_pass: 33500
  global_route.peak_usage_layer: "met2"
  met1_usage_pct: 46.2
  grtUsageMet3_pct: 23.0
  antenna_found_initial: 5
  grt_pass1_wl_um: 230000
  grt.met2_usage_pct: 48.1
  grt.total_usage_pct: 34.4
  grt_remaining_overflow: 0
  grt_start_max_net_pins: 78
run:
  tool_warnings: 26
  drv_cap: 0
die:
  fp.coreArea_um2: 98900
  rows: 115
  design.portCount: 113
  die.size.y_um: 318
  die_width_um: 318
  initCoreUtil_pct: 50.7
  die_footprint_um2: 101000
outcome:
  status: "finished, final reports clean"
final timing paths:
kind	slack [ns]	start	end	cells after the start
worst max-delay path	1.57	Addr1[0]	baseAddr[26]	7
worst min-delay path	0.64	RFMem[11][23]	baseAddr[23]	4
worst max register to register	3.18	RFMem[7][5]	baseAddr[5]	5
worst min register to register	0.64	RFMem[11][23]	baseAddr[23]	4
per-layer routing:
layer / vias up / wire length, um
met5: - / 373
met4: 10 / 5360
met3: 327 / 24700
met2: 1939 / 71100
met1: 15600 / 57700
li1: 13800 / -
stage by stage:
stage	area (um^2)	setup WS, ns	total power [mW]	std cells
6_report	56700	1.57	20.0	4957
5_1_grt	56700	1.58	20.5	4955
4_1_cts	56700	1.77	20.1	4955
3_5_place_dp	53000	1.04	12.0	4739
3_3_place_gp	53000	1.05	12.0	4739
2_1_floorplan	50100	1.65	11.1	3450
cell usage after synthesis:
library cell	instances
sky130_fd_sc_hd__a21oi_1	192
sky130_fd_sc_hd__a22o_1	128
sky130_fd_sc_hd__a22oi_1	192
sky130_fd_sc_hd__a31oi_1	64
sky130_fd_sc_hd__and2_1	2
sky130_fd_sc_hd__buf_1	1
sky130_fd_sc_hd__buf_2	70
sky130_fd_sc_hd__buf_4	47
sky130_fd_sc_hd__buf_6	45
sky130_fd_sc_hd__clkbuf_1	86
sky130_fd_sc_hd__clkbuf_4	4
sky130_fd_sc_hd__dfxtp_1	64
sky130_fd_sc_hd__edfxtp_1	1024
sky130_fd_sc_hd__mux2i_1	1024
sky130_fd_sc_hd__nand2_1	195
sky130_fd_sc_hd__nand2b_1	4
sky130_fd_sc_hd__nand3_1	194
sky130_fd_sc_hd__nand3b_1	5
sky130_fd_sc_hd__nor2_1	35
sky130_fd_sc_hd__nor2b_1	4
sky130_fd_sc_hd__nor3_1	64
sky130_fd_sc_hd__or2_2	2
sky130_fd_sc_hd__or3_1	1
sky130_fd_sc_hd__or3b_2	3
cell families (layout without fill, tap and decap cells):
logic type	after synthesis	in the layout	share of synthesized area [%]
flip-flops	1088	1088	64.0
multiplexers	1024	1024	20.5
AND-OR/OR-AND	576	576	7.84
AND/OR/NAND/NOR	509	509	4.59
buffers and inverters	253	471	3.13
other	0	2	0
sequential cells by signal (all words and copies together), names as in the netlist:
signal     count
RFMem       1024
writeData     32
baseAddr      32
cell type report:
type                            count  share of cell area, %
Timing Repair Buffer              255                   4.55
Tap cell                         1287                   2.84
Clock inverter                     52                  0.744
Sequential cell                  1088                   56.5
Multi-Input combinational cell   2109                   29.6
Antenna cell                        2                0.00883
Clock buffer                      164                   5.73
worst max-delay path: stages:
cell,delay (ns)
sky130_fd_sc_hd__clkdlybuf4s50_1,0.63
sky130_fd_sc_hd__and2_4,0.68
sky130_fd_sc_hd__buf_12,0.49
sky130_fd_sc_hd__a22o_1,0.24
sky130_fd_sc_hd__nor3_1,0.05
sky130_fd_sc_hd__a31oi_1,0.65
sky130_fd_sc_hd__nand3_1,0.24
power breakdown:
part	total, mW	switching (mW)	internal, mW
sequential	10.1	0.123	9.94
combinational	1.77	1.10	0.668
clock	8.18	3.43	4.75
placed cells by master, fill, tap and decap left out:
cell type	count
sky130_fd_sc_hd__edfxtp_1	1024
sky130_fd_sc_hd__mux2i_1	1024
sky130_fd_sc_hd__nand3_1	194
sky130_fd_sc_hd__nand2_1	193
sky130_fd_sc_hd__a22oi_1	192
sky130_fd_sc_hd__a21oi_1	192
sky130_fd_sc_hd__a22o_1	128
sky130_fd_sc_hd__clkbuf_16	119
sky130_fd_sc_hd__buf_4	113
sky130_fd_sc_hd__clkdlybuf4s50_1	110
sky130_fd_sc_hd__nor3_1	64
sky130_fd_sc_hd__a31oi_1	64
sky130_fd_sc_hd__dfxtp_1	64
sky130_fd_sc_hd__clkbuf_1	35
sky130_fd_sc_hd__nor2_4	34
sky130_fd_sc_hd__buf_12	30
sky130_fd_sc_hd__clkinv_2	21
sky130_fd_sc_hd__clkinv_1	20
sky130_fd_sc_hd__clkbuf_8	10
sky130_fd_sc_hd__bufinv_16	7
sky130_fd_sc_hd__nand3b_1	5
sky130_fd_sc_hd__nor2b_4	4
sky130_fd_sc_hd__nand2b_2	4
sky130_fd_sc_hd__or3b_2	3
sky130_fd_sc_hd__clkinvlp_4	3
sky130_fd_sc_hd__diode_2	2
sky130_fd_sc_hd__and2_4	2
sky130_fd_sc_hd__or2_2	2
sky130_fd_sc_hd__nand2_2	2
sky130_fd_sc_hd__buf_8	2
sky130_fd_sc_hd__nor2_1	1
sky130_fd_sc_hd__or3_1	1
sky130_fd_sc_hd__inv_6	1
No activity file was given, so power comes from the tool's default toggle rates.
