$ cat flow/run.sh
#!/bin/bash
# OpenROAD 26Q1-2900-gdf79404cd8, Yosys 0.63+post, stock flow scripts
make -C /OpenROAD-flow-scripts/flow DESIGN_CONFIG=/design/flow/config.mk WORK_HOME=/design/flow/orfs finish
$ cat flow/config.mk
export PLATFORM = sky130hd
export DESIGN_NAME = ALU
export DESIGN_NICKNAME = ALU
export VERILOG_FILES = /design/flow/design.v
export SDC_FILE = /design/flow/constraint.sdc
export NUM_CORES = 4
export LEC_CHECK = 1
export CORE_UTILIZATION = 40
$ cat flow/constraint.sdc
current_design ALU

set clk_period 27.9
set clk_io_pct 0.2

create_clock -name clk0 -period $clk_period

set non_clock_inputs [all_inputs -no_clocks]
set_input_delay [expr $clk_period * $clk_io_pct] -clock clk0 $non_clock_inputs
set_output_delay [expr $clk_period * $clk_io_pct] -clock clk0 [all_outputs]
$ cat flow/design.v
module ALU(
muxA,  
muxB,
ALUControl,
ALUout
);
	parameter AND = 4'b0000;
	parameter OR = 4'b0001;
	parameter ADD = 4'b0010;
	parameter SUB = 4'b0110;
	input [31:0] muxA;  
	input [31:0] muxB;
	input [3:0] ALUControl;  
	output reg [31:0] ALUout;  
	reg zeroFlag;
	always@(*) begin  
		case(ALUControl)
			AND: ALUout = muxA & muxB;
			OR: ALUout = muxA | muxB;
			ADD: ALUout = muxA + muxB;
			SUB: ALUout = muxA - muxB;
			default: ALUout = 32'b0;
		endcase
	end
	always@(*) begin  
		if(ALUout == 0) begin
			zeroFlag = 1'b1;
		end
		else begin
			zeroFlag = 1'b0;
		end
	end
endmodule
==> results.sh <==
# implementation run metrics
export IMPL_status="completed"
export IMPL_fmaxAchievable_mhz=62.3
export IMPL_drt_wl_total_um=10600
export IMPL_path_class="primary input to primary output"
export IMPL_antenna_found_initial=0
export IMPL_io_buffers=100
export IMPL_yosys_warnings=1
export IMPL_crit_buf_inv=2
export IMPL_required_ps=22320
export IMPL_ir_drop_v=0.0000110
export IMPL_fin_area_sq_mm=0.00437
export IMPL_ff_count=0
export IMPL_hold_viol_final=0
export IMPL_p_leak_nw=1.65
export IMPL_min_period_ps=16060
export IMPL_ys_seq_share_pct=0
export IMPL_power_mw=0.0897
export IMPL_fp_coreArea_sq_mm=0.00785
export IMPL_via_per_inst=5.76
export IMPL_tns_ps=0
export IMPL_postCtsSetupRepairBufs=0
export IMPL_cpPeakStageDelay_ps=640
export IMPL_wire_per_inst_um=15.5
export IMPL_yosys_cells=500
export IMPL_ys_chip_area_sq_mm=0.00330
export IMPL_cts_hold_buf=0
export IMPL_cpLargestDelayFamily="simple AND/OR/NAND/NOR gates"
export IMPL_grt_overflow=0
export IMPL_via_count=3929
export IMPL_dieArea_sq_mm=0.00861
export IMPL_nClkBuffers=0
export IMPL_endpoint_kind="primary output"
export IMPL_antenna_diode_count=0
export IMPL_synth_cells=500
export IMPL_top_area_share_pct=12.9
export IMPL_worst_pin_slew_ps=746
export IMPL_place_area_sq_mm=0.00437
export IMPL_drive_gt1_share_pct=2.41
export IMPL_syn_area_sq_mm=0.00330
export IMPL_slew_headroom_pct=50.1
export IMPL_rows=32
export IMPL_start_kind="primary input"
export IMPL_fin_util_pct=55.7
export IMPL_fp_util_pct=42.0
export IMPL_cts_resized=0
export IMPL_syn2layout_area_growth_pct=32.7
export IMPL_fillerInstances=778
export IMPL_post_route_drc_count=0
export IMPL_syn_mean_instance_area_sq_um=6.59
export IMPL_layout_top_cells="100 x clkdlybuf4s50_1, 56 x nand2_1, 53 x o21ai_0, 41 x a21oi_1, 35 x nor2_1"
export IMPL_warning_count=35
export IMPL_power_density_mw_per_mm2=20.5
export IMPL_min_path_type="primary input to primary output"
export IMPL_worstPathArrival_ps=10480
export IMPL_antenna_left=0
export IMPL_drt_first_pass_iters=5
export IMPL_crit_slowest_cell="nor4_1"
export IMPL_maxCapViolCount=0
export IMPL_whs_ps=12370
export IMPL_critPathMaxFanout=10
export IMPL_path_cells="clkdlybuf4s50_1 > nor4_1 > nand3_1 > nor3_1 > a21oi_1 > xnor2_1 > ha_1 > and2_1 > a311oi_1 > o221ai_1 > a221oi_1 > and3_1 > mux2i_1 > nand2_1 > clkdlybuf4s50_1"
export IMPL_hpwl_um=8520
export IMPL_grt_pass1_wl_um=17000
export IMPL_flop_area_sq_um=0
export IMPL_track_usage_pct=24.3
export IMPL_finalCritPeriodShare_pct=57.6
export IMPL_finalMaxSlewViolations=0
export IMPL_grt_pass1_vias=3521
export IMPL_finalSetupViolCount=0
export IMPL_lay_top_count="clkdlybuf4s50_1"
export IMPL_dieWidth_um=92.8
export IMPL_yosysUniqueCellTypes=60
export IMPL_critPathMostFrequentCell="clkdlybuf4s50_1"
export IMPL_grt_start_max_net_pins=35
export IMPL_top_area_cell="ha_1"
export IMPL_ioPinCount=100
export IMPL_first_iter_violations=211
export IMPL_die_y_um=92.8
export IMPL_rsz0062_at_grt="no"
export IMPL_topCellsByArea="ha_1 13%, maj3_1 9.4%, o21ai_0 8.0%"
export IMPL_gp_congestion=0.943
## final timing paths
| check | startpoint | to | slack [ps] | cells after the start |
|---|---|---|---|---|
| worst max-delay path | muxB[4] | ALUout[30] | 11840 | 15 |
| worst min-delay path | muxA[1] | ALUout[1] | 12370 | 5 |
## synthesized netlist by cell type (2+ instances only)
| master | number |
|---|---|
| o221ai_1 | 2 |
| nand3_1 | 12 |
| o31ai_1 | 7 |
| a211oi_1 | 5 |
| nand4b_1 | 3 |
| a221oi_1 | 2 |
| and3_1 | 3 |
| inv_1 | 18 |
| o21a_1 | 3 |
| or3_1 | 5 |
| nor3_1 | 14 |
| maj3_1 | 31 |
| nand4_1 | 10 |
| nand3b_1 | 2 |
| nor4_1 | 3 |
| clkbuf_1 | 24 |
| xor2_1 | 27 |
| nor2b_1 | 3 |
| o21ai_0 | 53 |
| nand2b_1 | 6 |
| nor3b_1 | 2 |
| o21bai_1 | 3 |
| o211ai_1 | 6 |
| a31oi_1 | 6 |
| nor2_1 | 35 |
| a22o_1 | 4 |
| ha_1 | 34 |
| a311o_1 | 2 |
| a21oi_1 | 41 |
| a21boi_0 | 3 |
| a21o_1 | 10 |
| and2_1 | 10 |
| mux2i_1 | 4 |
| xnor2_1 | 25 |
| nand2_1 | 56 |
| a311oi_1 | 2 |
## cell families (layout without fill, tap and decap cells)
logic type | Yosys count | after routing | synth area share (%)
xor gates and xnor gates | 53 | 53 | 14.3
muxes | 4 | 4 | 1.21
and+or+nand+nor | 174 | 174 | 26.6
buffers and inverters | 43 | 123 | 4.90
AOI/OAI and AO/OA | 160 | 160 | 30.1
adders and majority gates | 66 | 66 | 22.9
## per-layer routing
layer	share of wire [%]	up-vias	GRT usage, %
met1	49	1777	37.4
li1	-	2009	-
met2	45	130	38.9
met3	4.9	13	0.501
met4	1.4	0	2.69
met5	0	-	0
## stage by stage
stage | worst slack, ps | instances
6_report | 11840 | 682
5_1_grt | 11530 | 682
4_1_cts | 11940 | 682
3_5_place_dp | 11970 | 682
3_3_place_gp | 11980 | 682
2_1_floorplan | 13570 | 500
## where the power goes
part	total (mW)	switching [mW]	internal, mW
clock	0	0	0
sequential	0	0	0
combinational	0.0897	0.0464	0.0432
total	0.0897	0.0464	0.0432
## final cells by class
class / instances / area, sq um / share of cell area, %
Inverter: 18 / 67.6 / 1.54
Timing Repair Buffer: 105 / 1040 / 23.7
Multi-Input combinational cell: 457 / 3140 / 71.8
Tap cell: 102 / 128 / 2.92
Power and IR drop assume default switching activity.
